==> config.mk <==
export PLATFORM = sky130hd
export DESIGN_NAME = ysyx_25020077_ALU
export DESIGN_NICKNAME = ysyx_25020077_ALU
export VERILOG_FILES = /design/flow/design.v
export SDC_FILE = /design/flow/constraint.sdc
export NUM_CORES = 4
export LEC_CHECK = 1
export CORE_UTILIZATION = 50
==> constraint.sdc <==
current_design ysyx_25020077_ALU

set clk_period 28.8
set clk_io_pct 0.2

create_clock -name clk0 -period $clk_period

set non_clock_inputs [all_inputs -no_clocks]
set_input_delay [expr $clk_period * $clk_io_pct] -clock clk0 $non_clock_inputs
set_output_delay [expr $clk_period * $clk_io_pct] -clock clk0 [all_outputs]
==> design.v <==
module ysyx_25020077_ALU(
  input  [31:0] io_in_a,
  input  [31:0] io_in_b,
  input  [2:0]  io_sw,
  output [31:0] io_out,
  output        io_carry,
  output        io_overflow
);
  wire [7:0] oneHot = 8'h1 << io_sw;  
  wire [32:0] addResult = $signed(io_in_a) + $signed(io_in_b);  
  wire [32:0] subResult = $signed(io_in_a) - $signed(io_in_b);  
  wire [32:0] _io_out_T_9 = $signed(io_in_a) + $signed(io_in_b);  
  wire [32:0] _io_out_T_11 = $signed(io_in_a) - $signed(io_in_b);  
  wire [31:0] _io_out_T_13 = $signed(io_in_a) & $signed(io_in_b);  
  wire [31:0] _io_out_T_15 = $signed(io_in_a) | $signed(io_in_b);  
  wire [31:0] _io_out_T_17 = $signed(io_in_a) ^ $signed(io_in_b);  
  wire [32:0] _io_out_T_24 = oneHot[0] ? $signed(_io_out_T_9) : $signed(33'sh0);  
  wire [32:0] _io_out_T_25 = oneHot[1] ? $signed(_io_out_T_11) : $signed(33'sh0);  
  wire [32:0] _io_out_WIRE_2 = {{1{_io_out_T_13[31]}},_io_out_T_13};  
  wire [32:0] _io_out_T_26 = oneHot[2] ? $signed(_io_out_WIRE_2) : $signed(33'sh0);  
  wire [32:0] _io_out_WIRE_3 = {{1{_io_out_T_15[31]}},_io_out_T_15};  
  wire [32:0] _io_out_T_27 = oneHot[3] ? $signed(_io_out_WIRE_3) : $signed(33'sh0);  
  wire [32:0] _io_out_WIRE_4 = {{1{_io_out_T_17[31]}},_io_out_T_17};  
  wire [32:0] _io_out_T_28 = oneHot[4] ? $signed(_io_out_WIRE_4) : $signed(33'sh0);  
  wire [32:0] _io_out_T_33 = $signed(_io_out_T_24) | $signed(_io_out_T_25);  
  wire [32:0] _io_out_T_35 = $signed(_io_out_T_33) | $signed(_io_out_T_26);  
  wire [32:0] _io_out_T_37 = $signed(_io_out_T_35) | $signed(_io_out_T_27);  
  wire [32:0] _io_out_T_47 = $signed(_io_out_T_37) | $signed(_io_out_T_28);  
  wire  _io_overflow_T_7 = io_in_a[31] == io_in_b[31] & io_in_a[31] != addResult[31];  
  wire  _io_overflow_T_15 = io_in_a[31] != io_in_b[31] & io_in_a[31] != subResult[31];  
  assign io_out = _io_out_T_47[31:0];  
  assign io_carry = oneHot[0] & addResult[32] | oneHot[1] & subResult[32];  
  assign io_overflow = oneHot[0] & _io_overflow_T_7 | oneHot[1] & _io_overflow_T_15;  
endmodule
==> run.sh <==
#!/bin/bash
# OpenROAD 26Q1-2900-gdf79404cd8, Yosys 0.63+post, stock flow scripts
make -C /OpenROAD-flow-scripts/flow DESIGN_CONFIG=/design/flow/config.mk WORK_HOME=/design/flow/orfs finish
==> run notes <==
## Run status
- outcome: completed

## Drt
- metal2 WL: 9030 um
- DRC Markers: 0
- final routed wire length divided by cell count: 18.1 um
- Pre-antenna DRT Iters: 5
- Detailed Route Iter0 Violations: 422
- routed length on met1: 7980 um
- wire length on met3: 1350 um
- ant diodes: 0
- total detailed-routing wirelength: 18,900 um
- number of antenna-violating nets in the routed design: 0
- total vias in the final route: 6,548
- highest metal layer with signal wires: met4
- vias per cell: 6.27

## Synthesis
- yosys synthesis chip area: 5500 um2
- tally of yosys warning messages: 0
- Largest type area fraction: 21.8%
- mapped cell area: 5500 um2
- yosys cell count: 853
- Synth top cells by count: sky130_fd_sc_hd__inv_1 (99), sky130_fd_sc_hd__ha_1 (96), sky130_fd_sc_hd__a21oi_1 (88)
- top post-synthesis cells by area: sky130_fd_sc_hd__ha_1 (22%), sky130_fd_sc_hd__a21oi_1 (8.0%), sky130_fd_sc_hd__inv_1 (6.8%), sky130_fd_sc_hd__nor2_1 (5.7%), sky130_fd_sc_hd__nand2_1 (5.1%)
- cell count after synthesis: 853
- sequential share of the synthesized area: 0%
- Yosys top cell by instances: sky130_fd_sc_hd__inv_1
- number of different library cells in the post-synthesis netlist: 82
- average instance area after synthesis: 6.45 um2
- cell type with the highest aggregate area in the netlist: sky130_fd_sc_hd__ha_1

## Global route
- total global routing track utilization: 33.3%
- initial antenna violation count: 0
- grt total ovfl: 0
- vias in the first global route: 6,097
- pin count of the biggest net entering global routing: 76
- wire length of the first global-routing pass: 30,300 um

## Final layout
- # fillers: 942
- registers: 0
- total area of sequential cells: 0 um2
- area of combinational cells with multiple inputs: 4820 um2
- number of clock-tree buffers in the layout: 0
- share of final-layout standard cells stronger than drive strength 1: 4.73%
- area growth from synthesis to final layout: 17.3%

## Worst setup path
- Critical Path RT: 23.04 ns
- Critical Path Start: io_in_b[0]
- critical setup path kind: in -> out
- category of the worst setup path launch point: primary input
- endpoint type of the worst setup path: output port
- critical path, cell by cell: clkdlybuf4s50_1, ha_1, inv_1, fa_1, nor2b_1, o21ai_1, a211oi_1, o31ai_1, o31ai_2, a221oi_2, o21ba_2, a21oi_1, a21oi_1, clkdlybuf4s50_1
- delay of the slowest cell on the worst path: 0.62 ns
- data arrival time at the worst-slack endpoint: 9.76 ns
- Slowest-stage cell, CP: sky130_fd_sc_hd__o31ai_1
- Crit Path Max Fanout: 5

## CTS
- post-CTS setup buffer count: 0
- total of cells resized after clock tree synthesis: 0
- hold bufs inserted after CTS: 0

## Placement
- count of input and output buffers: 101
- Detail Placement HPWL: 14,700 um
- placement-stage worst setup slack: 13.28 ns
- routability cong.: 0.994

## Timing
- least setup slack across all paths after layout: 13.28 ns
- measured slew at the worst slew-check pin: 0.780 ns
- Slew headroom: 48.0%
- Pins Over Slew Limit: 0
- maximum clock frequency: 64.4 MHz
- minimum clock period after layout: 15.52 ns
- ratio of final minimum period to clock period: 53.9%
- Hold Violations, Final: 0
- setup repair after global routing missed its margin: false
- Hold Worst Slack: 12.57 ns
- Setup Viol. Count Final: 0
- sum of negative setup slack: 0 ns

## Power and ir drop
- worst IR drop on VDD: 0.0121 mV
- power consumption: 131 uW
- leakage power of the design: 2.87 nW
- power per cell area: 20.3 nW/um2

## Hold path
- Min-Delay Path Depth: 4
- start point of the worst hold path: io_in_a[31]
- Hold/Removal Path Class: in -> out

## Die
- std cell rows: 37
- Core Box Area: 10,500 um2
- die width: 107 um
- vertical die size: 107 um
- ports placed on the boundary: 101
- fp util: 52.3%
- Die Footprint: 11,400 um2

## Job
- number of warnings in the stage logs: 97
- max capacitance violation total: 0

## cell families after synthesis
group / after synthesis / share of synthesized area [%]
xor+xnor: 12 / 1.91
compound gates: 327 / 40.4
fa+ha+maj: 98 / 22.6
mux: 8 / 1.73
buf+inv: 157 / 12.4
simple gates: 251 / 21.0
## cell usage in the layout, fill, tap and decap left out, types with 4 or more instances in the layout
cell,n
sky130_fd_sc_hd__nand3_1,16
sky130_fd_sc_hd__and2_1,4
sky130_fd_sc_hd__o21a_1,5
sky130_fd_sc_hd__a31oi_1,11
sky130_fd_sc_hd__inv_2,4
sky130_fd_sc_hd__nand2_1,75
sky130_fd_sc_hd__nor3_1,20
sky130_fd_sc_hd__nand4_1,8
sky130_fd_sc_hd__nor2_1,84
sky130_fd_sc_hd__a22oi_1,5
sky130_fd_sc_hd__inv_1,99
sky130_fd_sc_hd__a211o_1,6
sky130_fd_sc_hd__a21oi_2,5
sky130_fd_sc_hd__clkdlybuf4s50_1,100
sky130_fd_sc_hd__o211ai_1,17
sky130_fd_sc_hd__ha_1,96
sky130_fd_sc_hd__a211oi_1,15
sky130_fd_sc_hd__buf_4,7
sky130_fd_sc_hd__mux2i_1,5
sky130_fd_sc_hd__a21o_1,11
sky130_fd_sc_hd__nor2b_1,9
sky130_fd_sc_hd__or3_1,7
sky130_fd_sc_hd__nor4_1,9
sky130_fd_sc_hd__o21ai_1,7
sky130_fd_sc_hd__o21ai_0,56
sky130_fd_sc_hd__xnor2_1,11
sky130_fd_sc_hd__a21oi_1,88
sky130_fd_sc_hd__o31ai_1,17
sky130_fd_sc_hd__o221ai_1,8
sky130_fd_sc_hd__o32a_1,6
sky130_fd_sc_hd__o22ai_1,16
sky130_fd_sc_hd__o21bai_1,17
## through the flow
step | cell area, um2 | std cells | util, %
6_report | 6450 | 1045 | 61.4
5_1_grt | 6450 | 1045 | 61.4
4_1_cts | 6450 | 1045 | 61.4
3_5_place_dp | 6450 | 1045 | 61.4
3_3_place_gp | 6450 | 1045 | 61.4
2_1_floorplan | 5500 | 853 | -
## final cells by class
| cell class | count | share of cell area, % |
|---|---|---|
| timing repair buffer | 108 | 16.4 |
| inverter | 105 | 6.32 |
| tap | 136 | 2.64 |
| multi-input combinational | 696 | 74.6 |
## power by group
| part | switching (mW) | internal, mW |
|---|---|---|
| Combinational | 0.0739 | 0.0570 |
| Clock | 0 | 0 |
| Sequential | 0 | 0 |
| Total | 0.0739 | 0.0570 |
## per-layer routing
layer	vias up	global-route usage [%]
li1	3177	-
met4	0	8.61
met5	-	0
met3	45	2.42
met1	3007	43.6
met2	319	59.0
## critical path: cells and delay by family
kind            cells  cell delay [ns]
buf+inv             3             1.07
compound gates      8             2.19
fa+ha+maj           2             0.57
simple gates        1             0.16
## path summary, 6_finish.rpt
check	to
min	io_overflow
max	io_out[28]
Power and IR drop assume default switching activity.
