==> flow/config.mk <==
export PLATFORM = sky130hd
export DESIGN_NAME = ysyx_25030077_Imm
export DESIGN_NICKNAME = ysyx_25030077_Imm
export VERILOG_FILES = /design/flow/design.v
export SDC_FILE = /design/flow/constraint.sdc
export NUM_CORES = 4
export LEC_CHECK = 1
export CORE_AREA = 10 10 70 70
export DIE_AREA = 0 0 80 80
==> flow/constraint.sdc <==
current_design ysyx_25030077_Imm

set clk_period 4.5
set clk_io_pct 0.2

create_clock -name clk0 -period $clk_period

set non_clock_inputs [all_inputs -no_clocks]
set_input_delay [expr $clk_period * $clk_io_pct] -clock clk0 $non_clock_inputs
set_output_delay [expr $clk_period * $clk_io_pct] -clock clk0 [all_outputs]
==> flow/design.v <==
module ysyx_25030077_Imm(
  input  [31:0] io_instruction,
  input  [2:0]  io_imm_type,
  output [31:0] io_imm
);
  wire [19:0] _Imm_type1_T_2 = io_instruction[31] ? 20'hfffff : 20'h0;  
  wire [31:0] Imm_type1 = {_Imm_type1_T_2,io_instruction[31:20]};  
  wire [31:0] Imm_type2 = {io_instruction[31:12],12'h0};  
  wire [31:0] Imm_type4 = {_Imm_type1_T_2,io_instruction[31:25],io_instruction[11:7]};  
  wire [31:0] Imm_type5 = {27'h0,io_instruction[24:20]};  
  wire [31:0] Imm_type6 = {20'h0,io_instruction[31:20]};  
  wire  is_type1 = io_imm_type == 3'h1;  
  wire  is_type2 = io_imm_type == 3'h2;  
  wire  is_type3 = io_imm_type == 3'h3;  
  wire  is_type4 = io_imm_type == 3'h4;  
  wire  is_type5 = io_imm_type == 3'h5;  
  wire  is_type6 = io_imm_type == 3'h6;  
  wire [31:0] _io_imm_T = is_type6 ? Imm_type6 : 32'h0;  
  wire [31:0] _io_imm_T_1 = is_type5 ? Imm_type5 : _io_imm_T;  
  wire [31:0] _io_imm_T_2 = is_type4 ? Imm_type4 : _io_imm_T_1;  
  wire [31:0] _io_imm_T_3 = is_type3 ? 32'h4 : _io_imm_T_2;  
  wire [31:0] _io_imm_T_4 = is_type2 ? Imm_type2 : _io_imm_T_3;  
  assign io_imm = is_type1 ? Imm_type1 : _io_imm_T_4;  
endmodule
==> flow/run.sh <==
#!/bin/bash
# OpenROAD 26Q1-2900-gdf79404cd8, Yosys 0.63+post, stock flow scripts
make -C /OpenROAD-flow-scripts/flow DESIGN_CONFIG=/design/flow/config.mk WORK_HOME=/design/flow/orfs finish
==> reports/writeup.txt <==
The met3 routed wirelength was 228 um. On the critical path, the stage with the largest delay is an instance of sky130_fd_sc_hd__a211o_1. The netlist uses 16 different library cells. TritonRoute reported its final design rule violation total as 0. For the post-route total power, the log shows 95.96 uW. Per the slew report, the remaining headroom to the max-slew limit stands at 50.39%. For the total count of hold-check failures in the final report, the log shows 0.

The run gives 2.98 ns for the arrival time at the worst endpoint. The run gives 0 as the number of clock buffers in the layout. The share of total power dissipated in sequential elements is 0%.

The top-area cell type share of the netlist area is 19.34%, and the final-report setup violation count is 0. For this design the total switching power over the nets is 30.74 uW. The tools report the startpoint type of the worst setup path as an input port.

The run gives 13.26% for the initial core utilization. The synthesis log from Yosys contains 0 warnings. The run gives 0 um^2 for the combined flip-flop and latch cell area.

The library cell with the highest instance count after synthesis was sky130_fd_sc_hd__nand2_1. Per the synthesis report, the dominant area consumer among library cells is sky130_fd_sc_hd__o21ai_2. The placed instances occupy a cell area of 1110 um^2.

The sum of routed wire segments on met1 is 995 um, and the switching part of the total power is 32.03%. STA classifies the critical path endpoint as an output pin. By count the netlist is led by sky130_fd_sc_hd__nand2_1, sky130_fd_sc_hd__o21ai_1, sky130_fd_sc_hd__o21ai_2. The class of the worst hold path was in2out. For reference, the post-synthesis area per instance comes to 5.807 um^2. For the total congestion overflow after global routing, the log shows 0. Power spread over the standard cell area amounts to 86.46 nW/um^2.

The flow ran to the end, and the final reports show no timing, DRC or antenna violations. With the max-capacitance violation count at 0, the placeable core region is 3416 um^2. The logs give 0 for the initial antenna violation count and 1.096 mm for the amount of wire on met2 after detailed routing. The tools report the power share of the clock group as 0%. With the worst IR drop on VDD at 44.58 uV, the sequential cell count is 0. Row generation in the floorplan step produced 21 rows. With the total of hold buffers inserted after clock tree synthesis at 0, the worst endpoint required time is 3.60 ns.

The run gives 145.0% for the area overhead of the layout relative to synthesis. For this block, the routed nets add up to 2.321 mm of wire. Vertical die dimension: 80 um. With the internal power contribution at 65.22 uW, the count of buffers inserted at the top-level ports is 60. Traced cell by cell, the critical path runs through clkdlybuf4s50_1 -> nand2b_2 -> a211o_1 -> o21ai_1 -> clkdlybuf4s50_1.

The most critical hold endpoint after final layout shows a slack of 2.700 ns. The last weighted congestion value of the routability-driven placer is 0.7933, and the slew at the pin closest to its max-slew limit is 0.7441 ns. After filler insertion, the fill cell instance count of the layout stands at 376.

For this run, the slowest stage of the critical path takes 0.58 ns. The layout summary lists the proportion of cells stronger than drive strength 1 as 11.03%. Detailed placement finished with a half-perimeter wire length of 1.974 mm.

With the first-pass GRT wire length at 3.546 mm, the post-synthesis instance total is 78. With the first-iteration detailed-routing DRC count at 3, the number of warnings the tools reported is 39. Max fanout on the critical path was recorded as 19.

Pin placement for this block handled 67 I/O pins. Based on the critical path, the design can be clocked at up to 257.9 MHz. Setup repair after global routing left no endpoint under its margin.

The horizontal die dimension reported for this design is 80 um. The final period demand of the worst path is 3.877 ns, and the total negative slack for setup checks is 0 ns. The number of global-route vias before repair is 716. The critical path in this run is classified as in2out. The run gives 1110 um^2 as the post-route cell area.

In the hold report, the worst path ends at io_imm[14]. In this run the cell area of the synthesized design comes to 452.9 um^2. The part of the total power dissipated in combinational logic came out at 100.0%. The run gives 4 for the hold path depth. Post-CTS repair changed the size of 0 cells. Entering global routing, the biggest net connects 20 pins.

The share of the yosys chip area belonging to registers is 0%, and the die area is 6400 um^2. The vias per cell was 3.967. The tools report the post-synth area from yosys stat as 452.9 um^2.

Routed signal wires occupy layers up through met3. The library cell appearing most often on the critical path is sky130_fd_sc_hd__clkdlybuf4s50_1. Total global-route track usage over all layers is 6.604%. The run gives 0.6230 ns for the final critical-path setup slack.

The period utilization came out at 86.16%. Looking at hold timing, the worst path starts from io_instruction[14]. Cell total in the yosys stat output: 78.

Per the final report, max-transition violations number 0. Nets still carrying antenna violations after routing amount to 0. Buffers added to address setup during post-CTS repair amount to 0.

Before antenna repair, the detailed router went through 3 iterations. Dividing the detail-routed wire length by the instance count gives 12.75 um. For the count of inserted antenna diode cells, the log shows 0. The leakage power in the latest report is 0.4091 nW. After synthesis, the cell types taking the most area are sky130_fd_sc_hd__o21ai_2, sky130_fd_sc_hd__nand2_1, sky130_fd_sc_hd__o21ai_1, sky130_fd_sc_hd__mux2i_1, sky130_fd_sc_hd__and2_1. The via count is 722, and the worst setup timing slack at the placement stage is 0.6154 ns.
## metrics by stage
stage,std cells,util [%]
6_report,182,32.49
5_1_grt,182,32.49
4_1_cts,182,32.49
3_5_place_dp,182,32.49
3_3_place_gp,182,32.49
2_1_floorplan,78,-
## routing by layer
| layer | GRT usage (%) | vias up |
|---|---|---|
| met5 | 0 | - |
| li1 | - | 384 |
| met1 | 8.240 | 309 |
| met2 | 11.24 | 29 |
| met4 | 0 | 0 |
| met3 | 2.386 | 0 |
## power by group through the flow
stage	Clock (mW)	Combinational (mW)	Sequential, mW
after CTS	0	0.0989	0
after global routing	0	0.106	0
final	0	0.0960	0
## worst max path at each step
stage	startpoint	endpoint	slack (ns)	cells after the start
CTS	io_imm_type[0]	io_imm[17]	0.61	5
finish	io_imm_type[0]	io_imm[17]	0.62	5
global route	io_imm_type[0]	io_imm[14]	0.47	5
## worst max-delay path: cells and delay by family
kind / cells / cell delay, ns
AND-OR/OR-AND: 2 / 0.78
buffers and inverters: 2 / 1.00
AND/OR/NAND/NOR: 1 / 0.30
## layout by cell type (no fill, tap or decap)
master and count:
sky130_fd_sc_hd__a211o_1 1, sky130_fd_sc_hd__and2_1 7, sky130_fd_sc_hd__buf_4 4, sky130_fd_sc_hd__clkdlybuf4s50_1 60, sky130_fd_sc_hd__inv_1 1, sky130_fd_sc_hd__mux2i_1 5
sky130_fd_sc_hd__nand2_1 23, sky130_fd_sc_hd__nand2b_1 2, sky130_fd_sc_hd__nand2b_2 1, sky130_fd_sc_hd__nor2b_1 4, sky130_fd_sc_hd__o21ai_0 1, sky130_fd_sc_hd__o21ai_1 16
sky130_fd_sc_hd__o21ai_2 10, sky130_fd_sc_hd__o311a_1 1
## layout make-up
class | count | area [um^2] | share of cell area, %
inverter | 1 | 3.754 | 0.3382
multi-input combinational | 71 | 417.9 | 37.66
tap | 46 | 57.56 | 5.186
timing repair buffer | 64 | 630.6 | 56.82
## cell families after synthesis
kind of cell / count (synthesis) / synth area share [%]
AND/OR/NAND/NOR: 37 / 38.95
buffers and inverters: 7 / 7.732
multiplexers: 5 / 11.05
AND-OR/OR-AND: 29 / 42.26
Power figures rest on the tool's default switching activity, not on a simulated workload.
